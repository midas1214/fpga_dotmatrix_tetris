===== design/flow/design.v =====
module board_display(CLK,map,block1_x,block1_y,block2_x,block2_y,block3_x,block3_y,block4_x,block4_y,row,col);
	input CLK;
	input [2:0] block1_x,block2_x,block3_x,block4_x; 
	input [3:0] block1_y,block2_y,block3_y,block4_y; 
	input [127:0] map;
	reg [127:0] t_map;
	output reg [7:0] row;
	output reg [15:0] col;
	reg [3:0] col_count;
	always@(posedge CLK)
	begin
		t_map <= map | (1 << (block1_x+8*block1_y)) | (1 << (block2_x+8*block2_y)) | (1 << (block3_x+8*block3_y)) | (1 << (block4_x+8*block4_y));
		col_count <= col_count + 1;
		case(col_count)
			4'd0: col <= 16'b1000000000000000;
			4'd1: col <= 16'b0100000000000000;
			4'd2: col <= 16'b0010000000000000;
			4'd3: col <= 16'b0001000000000000;
			4'd4: col <= 16'b0000100000000000;
			4'd5: col <= 16'b0000010000000000;
			4'd6: col <= 16'b0000001000000000;
			4'd7: col <= 16'b0000000100000000;
			4'd8: col <= 16'b0000000010000000;
			4'd9: col <= 16'b0000000001000000;
			4'd10: col <= 16'b0000000000100000;
			4'd11: col <= 16'b0000000000010000;
			4'd12: col <= 16'b0000000000001000;
			4'd13: col <= 16'b0000000000000100;
			4'd14: col <= 16'b0000000000000010;
			4'd15: col <= 16'b0000000000000001;
		endcase
		case(col_count)
			4'd0: row <= ~(t_map[7:0]);
			4'd1: row <= ~(t_map[15:8]);
			4'd2: row <= ~(t_map[23:16]);
			4'd3: row <= ~(t_map[31:24]);
			4'd4: row <= ~(t_map[39:32]);
			4'd5: row <= ~(t_map[47:40]);
			4'd6: row <= ~(t_map[55:48]);
			4'd7: row <= ~(t_map[63:56]);
			4'd8: row <= ~(t_map[71:64]);
			4'd9: row <= ~(t_map[79:72]);
			4'd10: row <= ~(t_map[87:80]);
			4'd11: row <= ~(t_map[95:88]);
			4'd12: row <= ~(t_map[103:96]);
			4'd13: row <= ~(t_map[111:104]);
			4'd14: row <= ~(t_map[119:112]);
			4'd15: row <= ~(t_map[127:120]);
		endcase
	end
endmodule

===== design/flow/run.sh =====
#!/bin/bash
# OpenROAD 26Q1-2900-gdf79404cd8, Yosys 0.63+post, stock flow scripts
make -C /OpenROAD-flow-scripts/flow DESIGN_CONFIG=/design/flow/config.mk WORK_HOME=/design/flow/orfs finish

===== design/flow/config.mk =====
export PLATFORM = sky130hd
export DESIGN_NAME = board_display
export DESIGN_NICKNAME = board_display
export VERILOG_FILES = /design/flow/design.v
export SDC_FILE = /design/flow/constraint.sdc
export NUM_CORES = 4
export LEC_CHECK = 1
export CORE_UTILIZATION = 50

===== design/flow/constraint.sdc =====
current_design board_display

set clk_period 3.8
set clk_io_pct 0.2

create_clock -name clk0 -period $clk_period [get_ports {CLK}]

set non_clock_inputs [all_inputs -no_clocks]
set_input_delay [expr $clk_period * $clk_io_pct] -clock clk0 $non_clock_inputs
set_output_delay [expr $clk_period * $clk_io_pct] -clock clk0 [all_outputs]

==> impl_metrics.env <==
# source this file to load flow results
export IMPL_yosys_warnings=1
export IMPL_yosys_cells=1069
export IMPL_synth_async_reset_ratio=0
export IMPL_crit_path_start="block1_y[0]"
export IMPL_place_area_um2=10500
export IMPL_dieArea_um2=17900
export IMPL_syn_area_per_cell_um2=8.12
export IMPL_tns_ns=0
export IMPL_warning_count=31
export IMPL_vias=10200
export IMPL_slew_headroom=0.312
export IMPL_cp_max_fo=18
export IMPL_syn2layout_area_growth_pct=27.2
export IMPL_row_count=47
export IMPL_post_cts_buffers=0
export IMPL_antenna_left=0
export IMPL_top_logic_kind="simple AND/OR/NAND/NOR gates"
export IMPL_rr_endpoint="row[4]$_DFF_P_"
export IMPL_critPathRequiredTime_ns=4.18
export IMPL_rsz0062_at_grt="false"
export IMPL_hold_path_class="reg -> reg"
export IMPL_synth_simple_gate_area_share=0.295
export IMPL_first_iter_violations=1242
export IMPL_worst_pin_slew_ns=1.03
export IMPL_tritoncts="done"
export IMPL_clk_latency_ns=0.44
export IMPL_port_buffers=180
export IMPL_synth_seq_share=0.360
export IMPL_fmax_mhz=373
export IMPL_clockBufferDepth=2
export IMPL_antenna_cells=0
export IMPL_core_area_um2=16800
export IMPL_edf_count=0
export IMPL_grt_start_max_net_pins=39
export IMPL_drive_gt1_frac=0.0645
export IMPL_die_y_um=134
export IMPL_critPathCaptureType="flip-flop"
export IMPL_cts_resized=0
export IMPL_ff_type="dfxtp_1"
export IMPL_clkTransAtPathRegs_ns=0.07
export IMPL_syn_area_um2=8680
export IMPL_grt_overflow=0
export IMPL_fp_util=0.518
export IMPL_power_total_uw=4050
export IMPL_yosysChipArea_um2=8680
export IMPL_gp_congestion=1.09
export IMPL_ios=181
export IMPL_nFillCells=1365
export IMPL_cts_htree_levels=4
export IMPL_antenna_found_initial=0
export IMPL_drt_wirelength_per_cell_um=29.1
export IMPL_chipWidth_um=134
export IMPL_timing_final_crit_share=0.705
export IMPL_clockRootBuffer="clkbuf_16"
export IMPL_synth_xor_area_share=0.00101
export IMPL_worst_ep_arrival_time_ns=3.06
export IMPL_cts_hold_buffers=0
export IMPL_final_area_um2=11000
export IMPL_ys_ff=156
export IMPL_place_hpwl_mm=29.4
export IMPL_grt_pass1_vias=9519
export IMPL_r2r_start="col_count[0]$_DFF_P_"
export IMPL_max_vdd_ir_drop_uv=307
export IMPL_ys_sh_mux=0.0150
export IMPL_rr_worst_depth=7
export IMPL_critPathKind="in -> reg"
export IMPL_compound_area_frac=0.260
export IMPL_synth_cells=1069
export IMPL_ys_sh_adder=0.00864
export IMPL_finalHoldViolCount=0
export IMPL_firstDrtPassIters=8
export IMPL_setup_worst_path_end="t_map[123]$_DFF_P_"
export IMPL_maxCapViolations=0
export IMPL_r2r_slack_ns=1.20
export IMPL_numCtsBuffers=17
export IMPL_viasPerCell=7.11
export IMPL_finalWirelength_mm=41.6
export IMPL_cts_num_sinks=156
export IMPL_power_density_nw_per_um2=367
export IMPL_hold_start="t_map[4]$_DFF_P_"
export IMPL_ys_types=70
export IMPL_setup_viol_count_final=0
export IMPL_p_leak_uw=0.00389
export IMPL_report_final_slew_viol_count=0
export IMPL_layout_area_comb_um2=5040
export IMPL_drcViolationCount=0
export IMPL_grtUsageTotal=0.481
export IMPL_regArea_um2=3120
export IMPL_min_period_ns=2.68
export IMPL_start_kind="input port"
export IMPL_status="completed"
export IMPL_finalClockSkew_ns=0.00860
export IMPL_grt_pass1_wl_mm=60.1
export IMPL_fin_util=0.659
-- area by class of cell --
cell class | count | share of cell area
multi-input combinational | 804 | 0.456
clock inverter | 14 | 0.0131
clock buffer | 18 | 0.0398
sequential | 156 | 0.283
tap | 220 | 0.0249
timing repair buffer | 200 | 0.178
inverter | 17 | 0.00578
-- layout by cell type (no fill, tap or decap), types with 6 or more instances in the layout --
| cell type | instances |
|---|---|
| nand2_1 | 73 |
| a31oi_1 | 7 |
| nand2b_1 | 43 |
| o22ai_1 | 181 |
| inv_1 | 15 |
| clkbuf_16 | 17 |
| nor2_1 | 81 |
| o21ai_0 | 12 |
| buf_4 | 19 |
| clkdlybuf4s50_1 | 180 |
| dfxtp_1 | 156 |
| nor2b_1 | 20 |
| or4_1 | 11 |
| a211o_1 | 13 |
| ha_1 | 6 |
| nand3_1 | 37 |
| nand4_1 | 6 |
| nand4b_1 | 13 |
| o221ai_1 | 9 |
| and2_1 | 6 |
| o21bai_1 | 13 |
| nand3b_1 | 18 |
| inv_6 | 6 |
| nor3_1 | 24 |
| a2111o_1 | 16 |
| or3_1 | 67 |
| a21oi_1 | 36 |
| and3_1 | 14 |
| or2b_1 | 6 |
| or3b_2 | 7 |
-- layer usage --
metal | global-route usage | part of all wire
met5 | 0.0139 | 0.00082
met4 | 0.258 | 0.075
met3 | 0.180 | 0.15
met2 | 0.679 | 0.41
met1 | 0.649 | 0.37
-- Yosys cell counts (all sizes together) (7+ instances only) --
cell type	count	area share
a211o	13	0.013
or4	11	0.0095
buf	58	0.038
dfxtp	156	0.36
nand3b	18	0.016
nand3	37	0.021
o221ai	9	0.0091
or3	67	0.048
nor2b	21	0.016
and3	14	0.010
nand2	73	0.032
or3b	9	0.0091
nor2	83	0.036
nor3	25	0.015
o21bai	13	0.011
o21ai	12	0.0069
a31oi	7	0.0050
o22ai	181	0.13
nand4b	13	0.013
and2	11	0.0091
nand2b	43	0.031
a21oi	36	0.021
inv	15	0.0065
a2111o	16	0.021
clkbuf	34	0.015
-- cell families (layout without fill, tap and decap cells) --
kind of cell	after synthesis	after routing
and+or+nand+nor	457	457
AOI/OAI and AO/OA	330	330
DFF	156	156
buffers and inverters	109	249
muxes	10	10
adders and majority gates	6	6
xor gates and xnor gates	1	1
-- registers in the layout, indices dropped and copies added, names as in the netlist --
signal	count
col_count	4
col	16
row	8
t_map	128
-- critical path, cell delays in order --
cell,delay [ns]
clkdlybuf4s50_1,0.81
nor2b_1,0.53
nand3_1,0.48
o22ai_1,0.33
or3_1,0.14
-- worst min-delay path by stage --
stage,end,cells past startpoint
4_1_cts,row[4]$_DFF_P_,1
5_1_grt,row[1]$_DFF_P_,1
6_report,row[4]$_DFF_P_,1
-- power breakdown --
group / leakage (uW) / internal [uW] / switching (uW) / total (uW)
Combinational: 0.00230 / 266 / 327 / 593
Clock: 0.000284 / 944 / 772 / 1720
Sequential: 0.00131 / 1720 / 22.8 / 1740
Total: 0.00389 / 2930 / 1120 / 4050
-- per-stage QoR --
step	hold WS, ns	setup WS (ns)	cells
after floorplan	0.382	1.79	1069
after global placement	0.418	0.790	1397
final	0.426	1.12	1429
after detailed placement	0.408	0.794	1397
after CTS	0.421	1.24	1429
after global routing	0.440	1.05	1429
No activity file was given, so power comes from the tool's default toggle rates.
