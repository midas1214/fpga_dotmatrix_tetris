$ cat /design/flow/design.v
module left_right_move(CLK, left_button, right_button, map, placed, new_block_id, block1_y, block2_y, block3_y, block4_y, next_block1_x,next_block2_x,next_block3_x,next_block4_x);
	input CLK, placed;
	input right_button, left_button;
	input [2 : 0] new_block_id;
	input [127:0] map;
	input [3:0] block1_y,block2_y,block3_y,block4_y; 
	output reg [2:0] next_block1_x,next_block2_x,next_block3_x,next_block4_x; 
	initial 
	begin
		next_block1_x = 3'd0;
		next_block2_x = 3'd1;
		next_block3_x = 3'd2;
		next_block4_x = 3'd3;
   end
	always@(posedge CLK)
	begin
		if(placed)
		begin
			case (new_block_id)  
				3'd0 :  
				begin 
					next_block1_x <= 3'd0;
					next_block2_x <= 3'd1;
					next_block3_x <= 3'd2;
					next_block4_x <= 3'd3;
				end
				3'd1 :  
				begin 
					next_block1_x <= 3'd0;
					next_block2_x <= 3'd1;
					next_block3_x <= 3'd1;
					next_block4_x <= 3'd0;
				end
				3'd2 :  
				begin 
					next_block1_x <= 3'd0;
					next_block2_x <= 3'd1;
					next_block3_x <= 3'd2;
					next_block4_x <= 3'd3;
				end
				3'd3 :  
				begin 
					next_block1_x <= 3'd0;
					next_block2_x <= 3'd1;
					next_block3_x <= 3'd2;
					next_block4_x <= 3'd3;
				end
				3'd4 :  
				begin 
					next_block1_x <= 3'd0;
					next_block2_x <= 3'd1;
					next_block3_x <= 3'd2;
					next_block4_x <= 3'd3;
				end
				3'd5 :  
				begin 
					next_block1_x <= 3'd0;
					next_block2_x <= 3'd1;
					next_block3_x <= 3'd2;
					next_block4_x <= 3'd3;
				end
				3'd6 :  
				begin 
					next_block1_x <= 3'd0;
					next_block2_x <= 3'd1;
					next_block3_x <= 3'd2;
					next_block4_x <= 3'd3;
				end
			endcase
		end
		else if (right_button)
		begin 
			if (next_block1_x == 7 || next_block2_x == 7 || next_block3_x == 7 || next_block4_x == 7)  
			begin
				next_block1_x <= next_block1_x;
				next_block2_x <= next_block2_x;
				next_block3_x <= next_block3_x;
				next_block4_x <= next_block4_x;
			end
			else if (map[next_block1_x + (block1_y)*8 + 1] || map[next_block2_x + (block2_y)*8 + 1] || map[next_block3_x + (block3_y)*8 + 1] || map[next_block4_x + (block4_y)*8 + 1])
			begin
				next_block1_x <= next_block1_x;
				next_block2_x <= next_block2_x;
				next_block3_x <= next_block3_x;
				next_block4_x <= next_block4_x;
			end
			else 
			begin
				next_block1_x <= next_block1_x + 1;
				next_block2_x <= next_block2_x + 1;
				next_block3_x <= next_block3_x + 1;
				next_block4_x <= next_block4_x + 1;
			end
		end
		else if (left_button)
		begin 
			if (next_block1_x == 0 || next_block2_x == 0 || next_block3_x == 0 || next_block4_x == 0)  
			begin
				next_block1_x <= next_block1_x;
				next_block2_x <= next_block2_x;
				next_block3_x <= next_block3_x;
				next_block4_x <= next_block4_x;
			end 
			else if (map[next_block1_x + (block1_y)*8 - 1] || map[next_block2_x + (block2_y)*8 - 1] || map[next_block3_x + (block3_y)*8 - 1] || map[next_block4_x + (block4_y)*8 - 1])
			begin
				next_block1_x <= next_block1_x;
				next_block2_x <= next_block2_x;
				next_block3_x <= next_block3_x;
				next_block4_x <= next_block4_x;
			end
			else 
			begin
				next_block1_x <= next_block1_x - 1;
				next_block2_x <= next_block2_x - 1;
				next_block3_x <= next_block3_x - 1;
				next_block4_x <= next_block4_x - 1;
			end
		end
		else
		begin
			next_block1_x <= next_block1_x;
			next_block2_x <= next_block2_x;
			next_block3_x <= next_block3_x;
			next_block4_x <= next_block4_x;
		end
	end
endmodule 
$ cat /design/flow/run.sh
#!/bin/bash
# OpenROAD 26Q1-2900-gdf79404cd8, Yosys 0.63+post, stock flow scripts
make -C /OpenROAD-flow-scripts/flow DESIGN_CONFIG=/design/flow/config.mk WORK_HOME=/design/flow/orfs finish
$ cat /design/flow/config.mk
export PLATFORM = sky130hd
export DESIGN_NAME = left_right_move
export DESIGN_NICKNAME = left_right_move
export VERILOG_FILES = /design/flow/design.v
export SDC_FILE = /design/flow/constraint.sdc
export NUM_CORES = 4
export LEC_CHECK = 1
export CORE_UTILIZATION = 50
$ cat /design/flow/constraint.sdc
current_design left_right_move

set clk_period 17.5
set clk_io_pct 0.2

create_clock -name clk0 -period $clk_period [get_ports {CLK}]

set non_clock_inputs [all_inputs -no_clocks]
set_input_delay [expr $clk_period * $clk_io_pct] -clock clk0 $non_clock_inputs
set_output_delay [expr $clk_period * $clk_io_pct] -clock clk0 [all_outputs]
==> reports/notes.md <==
The tools report the number of failing hold endpoints at the final stage as 0. The run gives 18.55% for the relative area change from synthesis to final layout. The run gives 138.1 MHz as the highest clock frequency the design can meet. The logs give 0 for the final-report max-slew violation count and 4.029 nW for the leakage power figure. The run gives 0.3619 as the headroom to the max-slew limit. The report lists the cells along the critical path as clkdlybuf4s50_1 -> nand3_1 -> xor2_1 -> mux4_2 -> nor2b_1 -> a211oi_1 -> a211oi_1 -> a221o_1 -> o31ai_1. With the via count of the first global-routing pass at 9921, the final cell count without fillers is 1224. RePlAce ended its routability-driven mode at a weighted congestion of 1.025.

Number of placed cells counting well taps: 1220. The post-synth register bit count is 12. Once detail routing completed, the nets flagged for antenna violations numbered 0. Wires add up to 40.88 mm. Hold is met by 0.9039 ns. Per the cell usage report, the commonest logic cells after layout are sky130_fd_sc_hd__mux4_2 (281), sky130_fd_sc_hd__clkdlybuf4s50_1 (162), sky130_fd_sc_hd__nand2_1 (60), sky130_fd_sc_hd__mux2i_1 (49), sky130_fd_sc_hd__nor2_1 (39).

Worst reg2reg path startpoint: next_block4_x[0]. In this run, distinct cell masters in the synthesized netlist total 61. The routed design could run at a clock period as short as 7.239 ns. The count of boundary I/O pins is 163.

The run gives 12 for the count of library flops with an enable pin. Counting every sink on the clock net gives 12. The arrival time at the worst endpoint is 7.09 ns, and the fraction of synthesis flops using an asynchronous set or reset pin is 0. After global routing the overflow that remains totals 0. TritonCTS built the clock tree.

The cell sitting at the root of the clock tree is a sky130_fd_sc_hd__clkbuf_16. The library cell used most frequently in the layout, excluding fill and tap cells, is sky130_fd_sc_hd__mux4_2. The effective utilization at floorplan is 0.5100, and the max-capacitance violation count is 0. The run gives 1 as the synthesis warning total.

The post-CTS setup-driven buffer insertion count came out at 0. For this run, the detailed router reports a per-instance via density of 7.856. Summing over every cut layer, the via total after detailed routing is 9616. Among all stages on the critical path, the maximum delay recorded is 0.85 ns. The commonest register cell is sky130_fd_sc_hd__edfxtp_1. The run gives 0.23 ns for the clock latency on the worst-skew pair. Number of antenna violations at the first check in global routing: 0. The floorplan step set the die width to 145.7 µm. The run gives 1 for the number of buffers and inverters on the critical path. In this design, the critical path's most frequently occurring cell is sky130_fd_sc_hd__a211oi_1.

The worst setup path is launched from an input port. Per the timing report, the most critical flop-to-flop path finishes at next_block2_x[0]. At the worst endpoint, the required time is 17.35 ns. The run gives 0.02023 mm² for the core area. The run gives 0.009514 mm² as the multi-input logic area. According to the timing report, the critical path is captured at next_block2_x[0].

For the final routed database, the setup TNS stands at 0 ns. The run finished with clean final reports. The first global-routing pass estimated 61.83 mm of wire. The timing startpoint of the critical path is block3_y[0]. Entering global routing, the biggest net connects 53 pins. Per the timing report, the biggest fanout along the worst path comes to 13. The run gives 8 for the count of TritonRoute iterations in the first routing pass.

The register-to-register setup slack is 11.86 ns, and the chip area from the yosys synthesis statistics is 0.01032 mm². The worst min-delay path category is flip-flop to flip-flop. The detail-routed net length per standard cell works out to 33.40 µm.

The clock slew seen by the registers of the worst setup and hold paths is 0.04 ns. The power per unit of standard cell area is 64.72 mW/mm², and the hold-critical path depth is 2. For the total area of sequential cells, the log shows 360.3 µm².

For the die outline area, the log shows 0.02122 mm². The cell total in the yosys stat output came out at 845. The highest supply drop recorded on VDD is 0.00003906 V. The tools report the setup-violating endpoint count in the final report as 0. The average footprint of a synthesized cell is 12.21 µm², and the H-tree depth is 1.

The run gives 33 for the OpenROAD warning count. In this run, post-CTS repair resized a total of 0 instances. Counting every instance in the synthesized netlist gives 845. The logs give 0.03492 for the sequential element share of the synthesized area and 52 for the count of standard-cell rows.

Ratio of cells with drive above 1 in the final layout: 0.3578. The critical path's top delay family is AND-OR/OR-AND gates. For the pin with the worst max-slew slack, the measured transition is 0.9491 ns. The tools report the element type at the critical path end as a flip-flop. In the setup report, the worst path falls into the class input port to flip-flop. Measured along the y axis, the die boundary spans 145.7 µm. STA shows the worst reg2reg path with a cell count of 13. Largest buffer count on any clock path: 2. The period utilization works out to 0.4137. The post-cts hold buffer count was 0. After synthesis the cells add up to 0.01032 mm².

After detailed routing, the number of remaining DRC violations is 0. Iteration-0 DRC count of the detailed router: 771. Per the layout report, the design carries 1560 filler cells. CTS added clock buffers totalling 3. The cell depth of the worst setup path is 9, and the all-layer global routing usage is 0.4262.

Setup repair after global routing left no endpoint under its margin. Among all stages on the critical path, the largest delay is contributed by sky130_fd_sc_hd__clkdlybuf4s50_1. With the port buffer count at 162, the clock skew after layout is 0.001103 ns. In the placement report, post-DP HPWL is listed as 30.10 mm.
==> worst register-to-register path, stage by stage (launching register included) <==
cell	delay (ns)
sky130_fd_sc_hd__edfxtp_1	0.31
sky130_fd_sc_hd__buf_4	0.55
sky130_fd_sc_hd__buf_4	0.69
sky130_fd_sc_hd__inv_1	0.20
sky130_fd_sc_hd__ha_1	0.44
sky130_fd_sc_hd__buf_4	0.52
sky130_fd_sc_hd__mux4_2	0.41
sky130_fd_sc_hd__nor2b_1	0.14
sky130_fd_sc_hd__a211oi_1	0.25
sky130_fd_sc_hd__a21oi_1	0.22
sky130_fd_sc_hd__a22oi_1	0.29
sky130_fd_sc_hd__nand2_1	0.07
sky130_fd_sc_hd__a221o_1	0.39
sky130_fd_sc_hd__o31ai_1	0.79
==> cell type report <==
type	instances	share of cell area
inverters	22	0.006750
clock buffers	3	0.006136
well taps	270	0.02761
repair buffers	194	0.1522
multi-input cells	722	0.7777
diodes	1	0.0002045
flip-flops and latches	12	0.02945
==> worst min-delay path by stage <==
stage                start          endpoint  slack [ns]
4_1_cts   next_block3_x[0]  next_block3_x[0]        0.90
5_1_grt   next_block3_x[0]  next_block3_x[0]        0.94
6_report  next_block3_x[0]  next_block3_x[0]        0.90
==> cell usage after synthesis (10+ instances only) <==
cell,instances,share of area
sky130_fd_sc_hd__nor3_1,10,0.0048
sky130_fd_sc_hd__a21oi_1,25,0.012
sky130_fd_sc_hd__nand2_1,60,0.022
sky130_fd_sc_hd__mux4_2,281,0.61
sky130_fd_sc_hd__clkbuf_1,33,0.012
sky130_fd_sc_hd__mux2i_1,49,0.048
sky130_fd_sc_hd__xor2_1,18,0.015
sky130_fd_sc_hd__nor2_1,39,0.014
sky130_fd_sc_hd__xnor2_1,21,0.018
sky130_fd_sc_hd__nand3_1,33,0.016
sky130_fd_sc_hd__nor2b_1,17,0.010
sky130_fd_sc_hd__a211oi_1,17,0.012
sky130_fd_sc_hd__edfxtp_1,12,0.035
sky130_fd_sc_hd__a22oi_1,11,0.0080
sky130_fd_sc_hd__o21ai_0,18,0.0087
sky130_fd_sc_hd__buf_2,37,0.018
sky130_fd_sc_hd__inv_1,20,0.0073
sky130_fd_sc_hd__ha_1,16,0.019
==> where the power goes <==
part | leakage, nW | switching, mW | internal [mW]
sequential | 0.117 | 0.0120 | 0.0371
combinational | 3.88 | 0.358 | 0.345
clock | 0.0370 | 0.0104 | 0.0296
total | 4.03 | 0.380 | 0.411
==> cells by family (layout without fill, tap and decap cells) <==
| logic type | Yosys count | in the layout | synth area share |
|---|---|---|---|
| AOI/OAI and AO/OA | 113 | 113 | 0.07456 |
| xor gates and xnor gates | 43 | 43 | 0.03940 |
| adders and majority gates | 20 | 20 | 0.02716 |
| buffers and inverters | 111 | 219 | 0.05104 |
| DFF | 12 | 12 | 0.03492 |
| muxes | 338 | 338 | 0.6710 |
| other | 0 | 1 | 0 |
| and+or+nand+nor | 208 | 208 | 0.1020 |
==> registers in the layout, summed over array words and instances (netlist names) <==
name and cells:
next_block1_x 3, next_block2_x 3, next_block3_x 3, next_block4_x 3
==> stage by stage <==
stage	worst slack [ns]	cell area, µm²	util	power [mW]
3_5_place_dp	10.11	12160	0.6008	0.7347
2_1_floorplan	11.21	10320	-	0.5111
5_1_grt	10.09	12230	0.6045	0.8313
3_3_place_gp	10.23	12160	0.6008	0.7273
6_report	10.26	12230	0.6046	0.7918
4_1_cts	10.37	12230	0.6045	0.7798
==> layer usage <==
layer  track usage  vias up  routed length (µm)
li1              -     3883                   -
met1        0.5855     4751               14050
met2        0.6120      875               18560
met3        0.2368      105                6487
met4        0.1274        2                1729
met5       0.01818        -                  50
Power is estimated from default activity; no workload was simulated.
