==> design.v <==
module down_move(CLK,map,reset, new_block_id, block1_x,block1_y,block2_x,block2_y,block3_x,block3_y,block4_x,block4_y,new_block1_y,new_block2_y,new_block3_y,new_block4_y,new_map,placed,row);
	input reset,CLK;
	input [2:0] block1_x,block2_x,block3_x,block4_x; 
	input [3:0] block1_y,block2_y,block3_y,block4_y; 
	output reg [3:0] new_block1_y,new_block2_y,new_block3_y,new_block4_y; 
	input [127:0] map; 
	output reg [127:0] new_map;
	output reg [9:0] row;
	output reg placed; 
	input [2 : 0] new_block_id;  
	always@(posedge CLK or negedge reset)
	begin
		if(!reset)
		begin
			new_block1_y = 4'd0;
			new_block2_y = 4'd0;
			new_block3_y = 4'd0;
			new_block4_y = 4'd0;
			new_map = 128'b0;
		end
		else if(((block1_y+1) == 16) || ((block2_y+1) == 16) || ((block3_y+1) == 16) || ((block4_y+1) == 16) || ((1<<(block1_x+(block1_y+1)*8)) & map) || ((1<<(block2_x+(block2_y+1)*8)) & map) || ((1<<(block3_x+(block3_y+1)*8)) & map) || ((1<<(block4_x+(block4_y+1)*8)) & map) )
		begin  
			placed = 1;
			new_map = (1'b1 << (block1_x + (block1_y)*8)) | (1'b1 << (block2_x + (block2_y)*8)) | (1'b1 << (block3_x + (block3_y)*8)) | (1'b1 << (block4_x + (block4_y)*8)) | map;
			if(new_map[7:0] == 8'b11111111)
			begin
				row = row + 1;
				new_map[15:8] = new_map[7:0];
				new_map[7:0] = 8'b00000000;
			end
			else
				new_map[7:0] = new_map[7:0];
			if(new_map[15:8] == 8'b11111111)
			begin
				row = row + 1;
				new_map[15:8] = new_map[7:0];
				new_map[7:0] = 8'b00000000;
			end
			else
				new_map[7:0] = new_map[7:0];
			if(new_map[23:16] == 8'b11111111)
			begin
				row = row + 1;
				new_map[23:8] = new_map[15:0];
				new_map[7:0] = 8'b00000000;
			end
			else
				new_map[7:0] = new_map[7:0];
			if(new_map[31:24] == 8'b11111111)
			begin
				row = row + 1;
				new_map[31:8] = new_map[23:0];
				new_map[7:0] = 8'b00000000;
			end
			else
				new_map[7:0] = new_map[7:0];
			if(new_map[39:32] == 8'b11111111)
			begin
				row = row + 1;
				new_map[39:8] = new_map[31:0];
				new_map[7:0] = 8'b00000000;
			end
			else
				new_map[7:0] = new_map[7:0];
			if(new_map[47:40] == 8'b11111111)
			begin
				row = row + 1;
				new_map[47:8] = new_map[39:0];
				new_map[7:0] = 8'b00000000;
			end
			else
				new_map[7:0] = new_map[7:0];
			if(new_map[55:48] == 8'b11111111)
			begin
				row = row + 1;
				new_map[55:8] = new_map[47:0];
				new_map[7:0] = 8'b00000000;
			end
			else
				new_map[7:0] = new_map[7:0];
			if(new_map[63:56] == 8'b11111111)
			begin
				row = row + 1;
				new_map[63:8] = new_map[55:0];
				new_map[7:0] = 8'b00000000;
			end
			else
				new_map[7:0] = new_map[7:0];
			if(new_map[71:64] == 8'b11111111)
			begin
				row = row + 1;
				new_map[71:8] = new_map[63:0];
				new_map[7:0] = 8'b00000000;
			end
			else
				new_map[7:0] = new_map[7:0];
			if(new_map[79:72] == 8'b11111111)
			begin
				row = row + 1;
				new_map[79:8] = new_map[71:0];
				new_map[7:0] = 8'b00000000;
			end
			else
				new_map[7:0] = new_map[7:0];
			if(new_map[87:80] == 8'b11111111)
			begin
				row = row + 1;
				new_map[87:8] = new_map[79:0];
				new_map[7:0] = 8'b00000000;
			end
			else
				new_map[7:0] = new_map[7:0];
			if(new_map[95:88] == 8'b11111111)
			begin
				row = row + 1;
				new_map[95:8] = new_map[87:0];
				new_map[7:0] = 8'b00000000;
			end
			else
				new_map[7:0] = new_map[7:0];
			if(new_map[103:96] == 8'b11111111)
			begin
				row = row + 1;
				new_map[103:8] = new_map[95:0];
				new_map[7:0] = 8'b00000000;
			end
			else
				new_map[7:0] = new_map[7:0];
			if(new_map[111:104] == 8'b11111111)
			begin
				row = row + 1;
				new_map[111:8] = new_map[103:0];
				new_map[7:0] = 8'b00000000;
			end
			else
				new_map[7:0] = new_map[7:0];
			if(new_map[119:112] == 8'b11111111)
			begin
				row = row + 1;
				new_map[119:8] = new_map[111:0];
				new_map[7:0] = 8'b00000000;
			end
			else
				new_map[7:0] = new_map[7:0];
			if(new_map[127:120] == 8'b11111111)
			begin
				row = row + 1;
				new_map[127:8] = new_map[119:0];
				new_map[7:0] = 8'b00000000;
			end
			else
				new_map[7:0] = new_map[7:0];
			if(row[4:0] == 5'b01010)
			begin	
				row[4:0] = 5'b00000;
				row = row + 10'b0000100000;	
			end
			else
				row = row;
			case (new_block_id)  
				3'd0 :  
				begin 
					new_block1_y = 4'd0; 
					new_block2_y = 4'd0;
					new_block3_y = 4'd0;
					new_block4_y = 4'd0;
				end
				3'd1 :  
				begin 
					new_block1_y = 4'd0; 
					new_block2_y = 4'd0;
					new_block3_y = 4'd1;
					new_block4_y = 4'd1;
				end
				3'd2 :  
				begin 
					new_block1_y = 4'd0; 
					new_block2_y = 4'd0;
					new_block3_y = 4'd0;
					new_block4_y = 4'd0;
				end
				3'd3 :  
				begin 
					new_block1_y = 4'd0; 
					new_block2_y = 4'd0;
					new_block3_y = 4'd0;
					new_block4_y = 4'd0;
				end
				3'd4 :  
				begin 
					new_block1_y = 4'd0; 
					new_block2_y = 4'd0;
					new_block3_y = 4'd0;
					new_block4_y = 4'd0;
				end
				3'd5 :  
				begin 
					new_block1_y = 4'd0; 
					new_block2_y = 4'd0;
					new_block3_y = 4'd0;
					new_block4_y = 4'd0;
				end
				3'd6 :  
				begin 
					new_block1_y = 4'd0; 
					new_block2_y = 4'd0;
					new_block3_y = 4'd0;
					new_block4_y = 4'd0;
				end
			endcase
		end
		else
		begin 
			placed = 0;
			new_block1_y = block1_y + 4'b1; 
			new_block2_y = block2_y + 4'b1; 
			new_block3_y = block3_y + 4'b1; 
			new_block4_y = block4_y + 4'b1; 
		end
	end
endmodule
==> run.sh <==
#!/bin/bash
# OpenROAD 26Q1-2900-gdf79404cd8, Yosys 0.63+post, stock flow scripts
make -C /OpenROAD-flow-scripts/flow DESIGN_CONFIG=/design/flow/config.mk WORK_HOME=/design/flow/orfs finish
==> config.mk <==
export PLATFORM = sky130hd
export DESIGN_NAME = down_move
export DESIGN_NICKNAME = down_move
export VERILOG_FILES = /design/flow/design.v
export SDC_FILE = /design/flow/constraint.sdc
export NUM_CORES = 4
export LEC_CHECK = 1
export CORE_UTILIZATION = 40
==> constraint.sdc <==
current_design down_move

set clk_period 8.7
set clk_io_pct 0.2

create_clock -name clk0 -period $clk_period [get_ports {CLK}]

set non_clock_inputs [all_inputs -no_clocks]
set_input_delay [expr $clk_period * $clk_io_pct] -clock clk0 $non_clock_inputs
set_output_delay [expr $clk_period * $clk_io_pct] -clock clk0 [all_outputs]
==> flow_metrics.env <==
# yosys + openroad results
export IMPL_status="finished, violations left"
export IMPL_violations="setup timing"
export IMPL_synthCells=4138
export IMPL_grt_overflow=0
export IMPL_hold_path_class="reg -> reg"
export IMPL_power_total_mw=3.70
export IMPL_globalplace_congestion=1.19
export IMPL_wire_per_inst_um=31.6
export IMPL_antenna_found_initial=9
export IMPL_initCoreUtil=0.406
export IMPL_synth_stat_cells=4138
export IMPL_timing_rr_end="row[9]"
export IMPL_rsz0062_at_grt="yes"
export IMPL_yosysUniqueCellTypes=113
export IMPL_grt_pass1_vias=37426
export IMPL_max_stage_delay_ns=0.42
export IMPL_row_count=98
export IMPL_worstHoldStart="new_map[76]"
export IMPL_viasPerCell=6.92
export IMPL_slew_violations=0
export IMPL_finalClockSkew_ns=0.00339
export IMPL_numSynthFlops=155
export IMPL_slowest_stage="or3_4"
export IMPL_ant_nets=0
export IMPL_drcViolationCount=0
export IMPL_cts_buffer_depth=2
export IMPL_final_layout_size_suffix_gt1_frac=0.248
export IMPL_ios=316
export IMPL_yosys_warnings=1
export IMPL_async_reset_ff_frac=0.929
export IMPL_cts_htree_levels=4
export IMPL_syn2layout_area_growth_pct=38.5
export IMPL_portBuffers=315
export IMPL_rrSetupSlack_ns=-1.39
export IMPL_yosys_area_top_type="dfrtp_1"
export IMPL_drt_iter0_drc=6722
export IMPL_dr_pass1_iters=12
export IMPL_slew_headroom=0.336
export IMPL_hpwl_um=145000
export IMPL_cts_sinks=155
export IMPL_holdPathEnd="new_map[76]"
export IMPL_min_period_ns=12.17
export IMPL_whs_ns=0.481
export IMPL_die_h_um=272
export IMPL_finalSetupTns_ns=-25.46
export IMPL_grt_usage=0.499
export IMPL_finalHoldViolCount=0
export IMPL_arrival_ns=12.39
export IMPL_ys_seq_frac=0.135
export IMPL_die_area_um2=73800
export IMPL_synth_avg_cell_area_um2=7.03
export IMPL_hold_buffers=0
export IMPL_timing_rr_start="row[0]"
export IMPL_crit_top_cell="ha_4"
export IMPL_worstMarginPinSlew_ns=0.993
export IMPL_endpoint_kind="register"
export IMPL_core_um2=71700
export IMPL_crit_type="in -> reg"
export IMPL_grt_max_degree=128
export IMPL_worstHoldPathCells=2
export IMPL_worst_slack_ns=-3.47
export IMPL_final_fill_count=6571
export IMPL_flop_area_um2=3930
export IMPL_tritoncts="done"
export IMPL_top_cells_by_area="dfrtp_1 (12%), mux2i_1 (11%), nand2_1 (5.8%), o22ai_1 (5.6%), o21ai_0 (5.5%)"
export IMPL_fin_crit_sh=1.40
export IMPL_clkTransAtPathRegs_ns=0.08
export IMPL_p_leak_nw=15.0
export IMPL_top_cell="nand2_1"
export IMPL_critPathRequiredTime_ns=8.92
export IMPL_warning_count=35
export IMPL_cp_start_kind="primary input"
export IMPL_syn_cell_area_um2=29100
export IMPL_vias=41082
export IMPL_fmax_mhz=82.2
export IMPL_p_per_area_nw_per_um2=91.8
export IMPL_cts_root_buf="clkbuf_16"
export IMPL_ys_flop_type="dfrtp_1"
export IMPL_comb_area_um2=24500
export IMPL_top_area_frac=0.124
export IMPL_cts_made_buffers=17
export IMPL_vdd_drop_max_uv=192
export IMPL_ys_area_um2=29100
export IMPL_setup_violations=9
export IMPL_die_w_um=272
export IMPL_edf_count=11
export IMPL_grt_pass1_wl_um=262000
export IMPL_yosys_top_cells_count="nand2_1 (446), nor2_1 (356), mux2i_1 (323), o21ai_0 (322), a21oi_1 (270)"
export IMPL_routed_wl_um=188000
export IMPL_maxCapViolations=0
export IMPL_worstPathMaxFanout=5
export IMPL_r2r_cells=54
export IMPL_clkLatencyLatePin_ns=0.47
worst max-delay path, delay by kind of cell:
family | cells | cell delay (ns)
compound gates | 14 | 2.63
xor+xnor | 5 | 0.86
fa+ha+maj | 10 | 2.32
buf+inv | 9 | 1.05
mux | 5 | 1.20
simple gates | 17 | 2.57
flip-flops by register name (all words and copies together), names as in the netlist:
name and cells:
new_block1_y 4, new_block2_y 4, new_block3_y 4, new_block4_y 4, new_map 128, placed 1
row 10
cells in the final DEF (no fill, tap or decap), types with 15 or more instances in the layout:
cell,netlist,layout
nand2_1,446,436
buf_6,3,28
mux2i_1,323,321
xnor2_1,78,71
nand4b_1,23,23
buf_4,4,833
mux2_2,103,98
nand2b_1,22,22
nor2_1,356,345
o21ai_0,322,317
a21oi_1,270,264
nand4_1,39,39
o22ai_1,260,252
nor3_1,194,181
o221ai_1,30,30
and3_1,36,33
or3_1,26,22
nand4bb_1,22,22
a21o_1,39,39
and2_1,23,16
o21a_1,36,36
nand3b_1,15,15
a211o_1,16,16
nor4_1,39,28
a211oi_1,53,53
a22o_1,50,50
nand3_1,118,114
a31oi_1,40,38
a22oi_1,132,132
o21bai_1,30,30
o211ai_1,42,42
dfrtp_1,144,144
clkbuf_16,0,17
inv_1,23,21
xor2_1,39,37
clkdlybuf4s50_1,0,286
a221oi_1,63,62
a222oi_1,22,22
power breakdown:
part / switching [mW] / total (mW) / internal, mW
clock network: 0.396 / 0.782 / 0.386
registers: 0.0635 / 0.869 / 0.805
logic: 1.16 / 2.05 / 0.889
total: 1.62 / 3.70 / 2.08
what timing repair did:
item                                    in CTS  in global routing
endpoints found under the setup margin       9                  9
gates cloned                                 3                  0
setup buffers                               29                 11
hold endpoints to repair                     0                  0
pin swaps                                   73                 16
resized                                    189                 32
through the flow:
stage / setup slack, ns / utilization / area (um2) / instances
5_1_grt: -3.85 / 0.562 / 40300 / 5936
6_report: -3.47 / 0.562 / 40300 / 5939
2_1_floorplan: -4.15 / - / 29500 / 4138
3_5_place_dp: -4.68 / 0.541 / 38800 / 5863
3_3_place_gp: -4.64 / 0.541 / 38800 / 5863
4_1_cts: -3.24 / 0.559 / 40100 / 5924
routing by layer:
metal | vias up | global-route usage | wire, um
met3 | 744 | 0.234 | 28900
met5 | - | 0.0359 | 307
met4 | 14 | 0.244 | 13000
met2 | 3309 | 0.656 | 71000
met1 | 19344 | 0.679 | 74300
li1 | 17671 | - | -
kinds of logic after synthesis:
family / Yosys count / share of synthesized area
compound gates: 1516 / 0.343
xor+xnor: 140 / 0.0513
fa+ha+maj: 25 / 0.0105
buf+inv: 397 / 0.0544
flops: 155 / 0.135
mux: 429 / 0.153
simple gates: 1476 / 0.253
area by class of cell:
type                       count  share of cell area
antenna                        5            0.000310
clock buffer                  17              0.0106
clock inverter                15             0.00419
inverter                      25             0.00239
multi-input combinational   3586               0.609
sequential                   155              0.0976
tap                          950              0.0295
timing repair buffer        1186               0.247
worst max-delay path by stage:
stage,cells after the start,slack (ns),to,startpoint
CTS,58,-3.24,row[9],block1_x[1]
finish,60,-3.47,row[9],block1_y[1]
global route,58,-3.85,row[9],block1_x[1]
Power figures rest on the tool's default switching activity, not on a simulated workload.
